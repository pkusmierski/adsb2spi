==> flow/design.v <==
module adsb2spi(clk8M, rst, adsb_in, spi_mosi, spi_sck, spi_ss);
input clk8M;
input rst;
input adsb_in;
output spi_mosi;
output spi_sck;
output spi_ss;
reg posedge_detect;
reg [2:0] adsb_shift;
wire clk1M_en;
reg [2:0] clk8M_div;
reg syncing;
reg in_sync;
reg [15:0] sync_pattern;
reg [3:0] sync_pattern_idx;
reg manching;
reg [1:0] manch_data;
reg [1:0] error_count;
reg delay_1ck;
reg spi_mosi;
reg [2:0] spi_sckdiv;
reg [2:0] bits_sent;
wire not_all_eight_bits_sent;
wire spi_ss;
initial begin
  sync_pattern = 16'b1010000101000000;
end
always @(posedge clk8M) begin
  if (!rst)
    adsb_shift <= 3'b000;
  else
    adsb_shift[2:0] <= {adsb_shift[1:0], adsb_in};
end
always @(posedge clk8M) begin
  if (!rst)
    posedge_detect = 1'b0;
  else if (adsb_shift[1] && !adsb_shift[2])
      posedge_detect = 1'b1;
  else if (syncing)
    posedge_detect = 1'b0;
end
assign clk1M_en = posedge_detect | syncing | in_sync | manching;
assign clk1M = ~clk8M_div[2];
always @(posedge clk8M) begin
  if (!rst)
    clk8M_div = 3'b000;
  else if (clk1M_en)
    clk8M_div = clk8M_div + 3'b001;
  else if (!clk1M_en)
    clk8M_div = 3'b000;
end
assign trigger = (!clk8M_div[2] && !clk8M_div[1] && clk8M_div[0]) || (clk8M_div[2] && !clk8M_div[1] && clk8M_div[0]);
always @(posedge clk8M) begin
  if (!rst) begin
    sync_pattern_idx = 4'b1111;
    in_sync = 1'b0;
    syncing = 1'b0;
  end else begin
    if (manching == 1'b1)
      in_sync = 1'b0;
    if (trigger == 1'b1)
      if (sync_pattern[sync_pattern_idx] == adsb_shift[1])
        if (sync_pattern_idx == 4'b0000) begin
          in_sync = 1'b1;
          syncing = 1'b0;
          sync_pattern_idx = 4'b1111;
        end else begin
          sync_pattern_idx = sync_pattern_idx-1;
          syncing = 1'b1;
      end else begin
          sync_pattern_idx = 4'b1111;
          syncing = 1'b0;
    end
  end
end
always @(posedge trigger) begin
	if (!rst) begin
		manch_data <= 2'b00;	
	end else if (manching) begin
		manch_data[1:0] <= {manch_data[0], adsb_in};
	end
end
always @(posedge clk1M) begin
	if (!rst) begin
		spi_mosi <= 1'b0;
		error_count = 2'b00;
		manching = 1'b0;
  end else if (manching) begin
    if (manch_data[1] ^ manch_data[0])
			if (manch_data[1])
				spi_mosi <= 1'b1;
			else
				spi_mosi <= 1'b0;
		else begin   
			spi_mosi <= 1'b0;
			error_count = error_count+1;
      if (error_count == 2'b11) begin
        manching = 1'b0;
        error_count = 2'b00;
      end
		end
	end
  else if (in_sync)
    manching = 1'b1;
end
assign spi_sck = spi_sckdiv[2] & delay_1ck;
always @(posedge clk8M) begin
  if (!rst) begin
    spi_sckdiv[2:0] = 3'b0;
    delay_1ck = 1'b0;
  end
    else if (manching | not_all_eight_bits_sent) begin
    if (spi_sckdiv == 3'b111)
      delay_1ck = 1'b1;
    spi_sckdiv = spi_sckdiv + 1;
  end else if (!manching && !not_all_eight_bits_sent) begin
      spi_sckdiv = 3'b0;
      delay_1ck = 1'b0;
  end
end
assign not_all_eight_bits_sent = |bits_sent;
assign spi_ss = ~(manching | not_all_eight_bits_sent);
always @(negedge spi_sck) begin
  if (!rst)
    bits_sent[2:0] = 3'b0;
  else
    bits_sent = bits_sent + 1;
end
endmodule
==> flow/run.sh <==
#!/bin/bash
# OpenROAD 26Q1-2900-gdf79404cd8, Yosys 0.63+post, stock flow scripts
make -C /OpenROAD-flow-scripts/flow DESIGN_CONFIG=/design/flow/config.mk WORK_HOME=/design/flow/orfs finish
==> flow/config.mk <==
export PLATFORM = sky130hd
export DESIGN_NAME = adsb2spi
export DESIGN_NICKNAME = adsb2spi
export VERILOG_FILES = /design/flow/design.v
export SDC_FILE = /design/flow/constraint.sdc
export NUM_CORES = 4
export LEC_CHECK = 1
export CORE_AREA = 10 10 95 95
export DIE_AREA = 0 0 105 105
==> flow/constraint.sdc <==
current_design adsb2spi

set clk_period 1.8
set clk_io_pct 0.2

create_clock -name clk0 -period $clk_period [get_ports {clk8M}]

set non_clock_inputs [all_inputs -no_clocks]
set_input_delay [expr $clk_period * $clk_io_pct] -clock clk0 $non_clock_inputs
set_output_delay [expr $clk_period * $clk_io_pct] -clock clk0 [all_outputs]
==> node_exporter_impl.prom <==
# HELP chip_impl_metric Implementation results
# TYPE chip_impl_metric gauge
chip_impl_metric{name="data_arrival_at_the_endpoint_of_the_critical_path",unit="ps"} 1200
chip_impl_metric{name="first_global_vias",unit=""} 742
chip_impl_metric{name="worst_slew_pin_slew",unit="ps"} 435
chip_impl_metric{name="relSlewSlack",unit="%"} 71.0
chip_impl_metric{name="timing.critical_path.fanout_max",unit=""} 4
chip_impl_metric{name="portBuffers",unit=""} 5
chip_impl_metric{name="globalRouteOverflowTotal",unit=""} 0
chip_impl_metric{name="routabilityCongestion",unit=""} 0.772
chip_impl_metric{name="setup_tns",unit="ps"} 0
chip_impl_info{name="worstHoldPathType",value="reg2reg"} 1
chip_impl_metric{name="part_of_the_cycle_the_worst_path_needs",unit="%"} 86.6
chip_impl_metric{name="final_hold_viol_count",unit=""} 0
chip_impl_info{name="cpMaxStageDelayCell",value="clkdlybuf4s50_1"} 1
chip_impl_info{name="timing.critical_path.cells",value="nand2_1 > inv_1 > clkdlybuf4s50_1"} 1
chip_impl_metric{name="cts_h_tree_lvls",unit=""} 1
chip_impl_metric{name="pwr-share-comb",unit="%"} 5.2
chip_impl_metric{name="report.final.setup_viol",unit=""} 0
chip_impl_metric{name="antenna-diode-count",unit=""} 0
chip_impl_metric{name="avgRoutedWirePerCell",unit="um"} 8.20
chip_impl_info{name="common_cells",value="dfxtp_1 (26), nor2_1 (13), inv_1 (11), ha_1 (10), nor2b_1 (9)"} 1
chip_impl_metric{name="netlist-cell-type-count",unit=""} 38
chip_impl_metric{name="finish.cell_count_without_fillers",unit=""} 225
chip_impl_metric{name="design.portCount",unit=""} 6
chip_impl_metric{name="total_vias_in_the_final_route",unit=""} 783
chip_impl_metric{name="ys_seq_share",unit="%"} 42.4
chip_impl_info{name="critPathCaptureType",value="primary output"} 1
chip_impl_metric{name="syn_avg_cell_area",unit="um2"} 9.81
chip_impl_metric{name="drt_iter0_markers",unit=""} 15
chip_impl_info{name="synth.area.top_cells",value="dfxtp_1 (42%), ha_1 (10%), nor2b_1 (4.6%), nor2_1 (4.0%), and2_1 (3.6%)"} 1
chip_impl_metric{name="areaGrowthSynthToFinish",unit="%"} 14.7
chip_impl_metric{name="worstSkewPairLatency",unit="ps"} 250
chip_impl_metric{name="clk_transition_reported_paths",unit="ps"} 70
chip_impl_metric{name="cts-buffers-inserted",unit=""} 3
chip_impl_metric{name="unconstrained_endpoints",unit=""} 11
chip_impl_metric{name="grt_antenna_before_repair",unit=""} 0
chip_impl_metric{name="wire_length_of_the_first_global_routing_pass",unit="um"} 3300
chip_impl_metric{name="layout_setup_ws",unit="ps"} 241
chip_impl_metric{name="yosys_warnings",unit=""} 3
chip_impl_metric{name="detailed_place_hpwl",unit="um"} 1380
chip_impl_info{name="outcome",value="finished clean"} 1
chip_impl_metric{name="layout_min_cycle_time",unit="ps"} 1560
chip_impl_metric{name="route.final.wire_length",unit="um"} 1850
chip_impl_metric{name="maxClockFrequency",unit="MHz"} 641
chip_impl_info{name="critPathKind",value="reg2out"} 1
chip_impl_metric{name="cts_hold_buffers",unit=""} 0
chip_impl_metric{name="ys_ff",unit=""} 26
chip_impl_metric{name="cpPeakStageDelay",unit="ps"} 450
chip_impl_metric{name="yosys_cells",unit=""} 125
chip_impl_metric{name="leakage_power_total",unit="nW"} 0.601
chip_impl_metric{name="timing_max_transition_violations_final",unit=""} 0
chip_impl_metric{name="synthesis_area_per_yosys",unit="mm2"} 0.00123
chip_impl_info{name="unrepaired_setup_endpoints_after_global_routing",value="false"} 1
chip_impl_metric{name="die_height",unit="um"} 105
chip_impl_info{name="synth.most_common_cell",value="dfxtp_1"} 1
chip_impl_metric{name="grt_start_max_net_pins",unit=""} 20
chip_impl_metric{name="internal_power",unit="mW"} 0.556
chip_impl_metric{name="count_of_antenna_violating_nets_left_after_detailed_routing",unit=""} 0
chip_impl_info{name="critPathTopFamily",value="buffers and inverters"} 1
chip_impl_metric{name="setup_ws_pre_cts",unit="ps"} 239
chip_impl_metric{name="floorplanUtilization",unit="%"} 17.8
chip_impl_metric{name="max_buffers_root_to_sink",unit=""} 2
chip_impl_metric{name="warnings",unit=""} 29
chip_impl_metric{name="fp-row-count",unit=""} 30
chip_impl_metric{name="cap_violations",unit=""} 0
chip_impl_info{name="synth.largest_area_cell",value="dfxtp_1"} 1
chip_impl_metric{name="die_area",unit="mm2"} 0.0110
chip_impl_metric{name="edff_count_synth",unit=""} 0
chip_impl_info{name="tritoncts",value="yes"} 1
chip_impl_metric{name="unclocked_pins",unit=""} 9
chip_impl_metric{name="netlist_area",unit="mm2"} 0.00123
chip_impl_info{name="ys_dominant_reg_cell",value="dfxtp_1"} 1
chip_impl_metric{name="cts_post_setup_buffers_inserted",unit=""} 0
chip_impl_metric{name="powerDensity",unit="mW/mm2"} 507
chip_impl_metric{name="post-place-cells",unit=""} 221
chip_impl_metric{name="remaining_drc_errors",unit=""} 0
chip_impl_metric{name="grt_use_total",unit="%"} 3.37
chip_impl_metric{name="fraction_of_power_spent_switching_nets",unit="%"} 21.9
chip_impl_metric{name="maximum_vdd_drop",unit="V"} 0.000172
chip_impl_metric{name="crit_buf_inv",unit=""} 2
chip_impl_metric{name="std_cell_core_area",unit="mm2"} 0.00691
chip_impl_metric{name="initial_drt_pass_iterations",unit=""} 3
chip_impl_metric{name="fin_clk_skew",unit="ps"} 3.51
chip_impl_metric{name="synth-async-reset-ratio",unit="%"} 0
chip_impl_metric{name="net-switching-power",unit="mW"} 0.156
chip_impl_info{name="setup.worst_path.start_class",value="flip-flop"} 1
chip_impl_metric{name="drive_above_1_share",unit="%"} 10.9
chip_impl_metric{name="pwr-share-clk",unit="%"} 40.2
chip_impl_metric{name="synth_top_area_share",unit="%"} 42.4
chip_impl_metric{name="route.detailed.vias_per_inst",unit=""} 3.48
chip_impl_metric{name="die_w",unit="um"} 105
chip_impl_metric{name="seq_power_share",unit="%"} 54.6
chip_impl_metric{name="required",unit="ps"} 1440
chip_impl_metric{name="cts_resized",unit=""} 0
chip_impl_info{name="ctsRootBufferMaster",value="clkbuf_8"} 1
chip_impl_metric{name="postSynthCellCount",unit=""} 125
-- metal layers --
layer  wire length (um)  GRT usage [%]
met1                972           4.74
met2                795           5.12
met4                 19          0.686
met3                 58          0.870
met5                  0              0
-- path summary, 6_finish.rpt --
kind                                    startpoint  slack (ps)                                to  cells after the start
setup / recovery          spi_sckdiv[2]$_SDFF_PN0_         240                           spi_sck                      3
hold / removal            spi_sckdiv[0]$_SDFF_PN0_         420          spi_sckdiv[0]$_SDFF_PN0_                      1
setup reg to reg  sync_pattern_idx[0]$_SDFFE_PN1N_         270  sync_pattern_idx[3]$_SDFFE_PN1N_                      5
hold reg to reg           spi_sckdiv[0]$_SDFF_PN0_         420          spi_sckdiv[0]$_SDFF_PN0_                      1
-- final cells by class --
type	instances	area [um2]
fillers	760	5500
clock buffers	3	41.3
inverters	11	41.3
multi-input cells	82	621
repair buffers	6	57.6
flip-flops and latches	26	520
well taps	96	120
clock inverters	1	5.00
-- power groups by stage --
stage / sequential (mW) / clock, mW / combinational [mW]
after CTS: 0.389 / 0.299 / 0.0378
after global routing: 0.390 / 0.315 / 0.0422
final: 0.389 / 0.286 / 0.0372
-- registers in the layout, summed over array words and instances (netlist names), 2 cells and up --
register,count
bits_sent,3
sync_pattern_idx,4
adsb_shift,3
error_count,2
clk8M_div,3
manch_data,2
spi_sckdiv,3
-- cells by family after synthesis --
family | count (synthesis) | share of synthesized area (%)
compound gates | 16 | 11.7
xor+xnor | 4 | 2.86
fa+ha+maj | 10 | 10.2
buf+inv | 17 | 6.94
flops | 26 | 42.4
mux | 4 | 3.27
simple gates | 48 | 22.5
-- metrics by stage --
| step | instance area (um2) | utilization [%] | power (mW) | hold slack (ps) |
|---|---|---|---|---|
| after floorplan | 1230 | - | 0.424 | 398 |
| after global placement | 1360 | 19.7 | 0.435 | 417 |
| after detailed placement | 1360 | 19.7 | 0.435 | 415 |
| after CTS | 1410 | 20.4 | 0.726 | 425 |
| after global routing | 1410 | 20.4 | 0.746 | 466 |
| final | 1410 | 20.4 | 0.713 | 424 |
-- cell usage in the layout, fill, tap and decap left out, types with 2 or more instances in the layout --
cell type        instances
ha_1                    10
inv_1                   11
clkdlybuf4s50_1          5
nor2_1                  13
and2_1                   7
nand2_2                  2
nor2b_1                  9
and3_1                   2
mux2i_1                  4
nand2b_1                 2
a41oi_1                  3
xnor2_1                  2
nand3_1                  2
xor2_1                   2
o21ai_0                  2
nand2_1                  4
dfxtp_1                 26
a31oi_1                  2
clkbuf_8                 3
Power figures rest on the tool's default switching activity, not on a simulated workload.
